===== design/flow/run.sh =====
#!/bin/bash
# OpenROAD 26Q1-2900-gdf79404cd8, Yosys 0.63+post, stock flow scripts
make -C /OpenROAD-flow-scripts/flow DESIGN_CONFIG=/design/flow/config.mk WORK_HOME=/design/flow/orfs finish

===== design/flow/config.mk =====
export PLATFORM = sky130hd
export DESIGN_NAME = main
export DESIGN_NICKNAME = main
export VERILOG_FILES = /design/flow/design.v
export SDC_FILE = /design/flow/constraint.sdc
export NUM_CORES = 4
export LEC_CHECK = 1
export CORE_UTILIZATION = 50

===== design/flow/constraint.sdc =====
current_design main

set clk_period 10.6
set clk_io_pct 0.2

create_clock -name clk0 -period $clk_period [get_ports {clk}]

set non_clock_inputs [all_inputs -no_clocks]
set_input_delay [expr $clk_period * $clk_io_pct] -clock clk0 $non_clock_inputs
set_output_delay [expr $clk_period * $clk_io_pct] -clock clk0 [all_outputs]

===== design/flow/design.v =====
module freq_divider(
	input	 wire			clk,					 
	output reg			out_div_10			 
);
reg[2:0] counter;
initial begin
	counter = 3'h0;
	out_div_10 = 0;
end
always @(posedge clk) begin
	if (counter == 3'h0) begin
		counter <= 3'd4;
		out_div_10 <= ~out_div_10;
	end else begin
		counter <= counter - 1'b1;
	end
end
endmodule
module main #(
	parameter DEVICE_ID = 16'h0001,
	parameter PULSEGEN_STEP_HOLD_ADDR = 6'b000001,
	parameter PULSEGEN_DIR_HOLD_ADDR = 6'b000010,
	parameter PULSEGEN_1_ADDR = 4'b0010,  
	parameter PULSEGEN_2_ADDR = 4'b0100,  
	parameter PULSEGEN_3_ADDR = 4'b0110,  
	parameter PULSEGEN_4_ADDR = 4'b1000,  
	parameter INPUTS_ADDR = 6'b100100,
	parameter OUTPUTS_ADDR = 6'b100101
)(
	input  wire        clk,                 
	input  wire        data_rw,             
	input  wire        data_ready,          
	input  wire        data_addr,           
	inout  wire[15:0]  data_io,             
	input  wire        pulse_buffer_lock,   
	output reg         pulse_buffer_empty,	 
	output wire[3:0]   stepper_pulse,       
	output wire[3:0]   stepper_dir,		    
	input  wire[15:0]  digital_inputs,      
	output reg[15:0]   digital_outputs      
);
	reg[5:0] addr;                          
	reg[4:0] pulse_period_high;             
	reg[4:0] pulse_dir_hold;
	reg[4:0] pulse_dir_hold_cnt;
	reg 		prev_pulse_clk;
	reg		data_ready_reg;
	reg      pulse_buffer_lock_reg;
	reg		prev_data_ready;
	reg[2:0] pulsegen_cs;
	reg		pulsegen_addr;
	reg 		pulsegen_data_ready;
	reg		data_addr_reg;
	reg		data_rw_reg;
	initial begin
		pulsegen_addr = 0;
		pulsegen_cs = 0;
		pulsegen_data_ready = 0;
		pulse_period_high = 0;
		pulse_dir_hold = 0;
		pulse_dir_hold_cnt = 0;
		addr = 0;
		digital_outputs = 0;
		prev_pulse_clk = 0;
		data_ready_reg = 0;
		prev_data_ready = 0;
		pulse_buffer_lock_reg = 0;
		pulse_buffer_empty = 0;
		data_addr_reg = 0;
		data_rw_reg = 0;
	end
	wire[15:0] 	data_out_gen_1, data_out_gen_2, data_out_gen_3, data_out_gen_4;
	wire[3:0] 	step_buffer_empty;
	wire[3:0]	dir_change_flag;
	assign data_io[15:0] = data_rw ? 16'hzzzz : 
		(!data_addr ? (
			(addr[5:0] == 6'b000000) ? DEVICE_ID :                        
			(addr[5:2] == PULSEGEN_1_ADDR) ? data_out_gen_1 :             
			(addr[5:2] == PULSEGEN_2_ADDR) ? data_out_gen_2 :             
			(addr[5:2] == PULSEGEN_3_ADDR) ? data_out_gen_3 :             
			(addr[5:2] == PULSEGEN_4_ADDR) ? data_out_gen_4 :             
			(addr[5:0] == PULSEGEN_STEP_HOLD_ADDR) ? pulse_period_high :  
			(addr[5:0] == PULSEGEN_DIR_HOLD_ADDR) ? pulse_dir_hold :	     
			(addr[5:0] == INPUTS_ADDR) ? digital_inputs :                 
			(addr[5:0] == OUTPUTS_ADDR) ? digital_outputs :               
			16'h0
		) : addr  
	);
	wire pulse_clk;  
	freq_divider freq_divider(.clk(clk), .out_div_10(pulse_clk)); 
	always @(posedge clk) begin
		data_ready_reg <= (data_ready > prev_data_ready);
		data_addr_reg <= data_addr;
		data_rw_reg <= data_rw;
		pulse_buffer_lock_reg <= pulse_buffer_lock;
		if (data_ready_reg && data_rw_reg) begin
			if (data_addr_reg) begin
				if (data_io[5:2] == PULSEGEN_1_ADDR) begin
					pulsegen_cs = 3'd1;
					pulsegen_addr = data_io[0];
				end else if (data_io[5:2] == PULSEGEN_2_ADDR) begin
					pulsegen_cs = 3'd2;
					pulsegen_addr = data_io[0];
				end else if (data_io[5:2] == PULSEGEN_3_ADDR) begin
					pulsegen_cs = 3'd3;
					pulsegen_addr = data_io[0];
				end else if (data_io[5:2] == PULSEGEN_4_ADDR) begin
					pulsegen_cs = 3'd4;
					pulsegen_addr = data_io[0];
				end else begin
					pulsegen_cs = 3'd0;
					pulsegen_addr = 1'b0;
					addr[5:0] <= data_io[5:0];
				end
			end else begin
				if (addr[5:0] == OUTPUTS_ADDR) begin  
					digital_outputs[15:0] <= data_io[15:0];
				end else if (addr[5:0] == PULSEGEN_STEP_HOLD_ADDR) begin
					pulse_period_high <= data_io[4:0];
				end else if (addr[5:0] == PULSEGEN_DIR_HOLD_ADDR) begin
					pulse_dir_hold <= data_io[4:0];
				end if (pulsegen_cs)	begin
					pulsegen_data_ready <= 1'b1;
				end
			end
		end else begin
			pulsegen_data_ready <= 1'b0;
		end
		if (dir_change_flag != 0) begin
			pulse_dir_hold_cnt <= pulse_dir_hold;
		end
		if (pulse_clk > prev_pulse_clk) begin
			if (pulse_dir_hold_cnt != 0) begin
				pulse_dir_hold_cnt <= pulse_dir_hold_cnt - 1'b1;
			end
		end
		pulse_buffer_empty <= (step_buffer_empty == 4'b1111) || pulse_buffer_lock;
		prev_pulse_clk <= pulse_clk;
		prev_data_ready <= data_ready;
	end
	wire pulse_dir_hold_lock;
	assign pulse_dir_hold_lock = (pulse_dir_hold_cnt != 0) || (dir_change_flag != 0);
	pulsegen pulsegen_1(
		.clk(clk),
		.data_cs(pulsegen_cs == 1),
		.data_addr(pulsegen_addr),
		.data_rw(data_rw_reg),
		.data_ready(pulsegen_data_ready),
		.data_in(data_io[15:0]),
		.data_out(data_out_gen_1),
		.pulse_clk(pulse_clk),
		.pulse(stepper_pulse[0]),
		.pulse_dir(stepper_dir[0]),
		.pulse_buffer_lock(pulse_buffer_lock_reg),
		.pulse_buffer_empty(step_buffer_empty[0]),
		.pulse_period_high(pulse_period_high),
		.pulse_dir_hold(pulse_dir_hold),
		.pulse_dir_change(dir_change_flag[0]),
		.pulse_dir_hold_lock(pulse_dir_hold_lock)
	);
	pulsegen pulsegen_2(
		.clk(clk),
		.data_cs(pulsegen_cs == 2),
		.data_addr(pulsegen_addr),
		.data_rw(data_rw_reg),
		.data_ready(pulsegen_data_ready),
		.data_in(data_io[15:0]),
		.data_out(data_out_gen_2),
		.pulse_clk(pulse_clk),
		.pulse(stepper_pulse[1]),
		.pulse_dir(stepper_dir[1]),
		.pulse_buffer_lock(pulse_buffer_lock_reg),		
		.pulse_buffer_empty(step_buffer_empty[1]),
		.pulse_period_high(pulse_period_high),
		.pulse_dir_hold(pulse_dir_hold),
		.pulse_dir_change(dir_change_flag[1]),
		.pulse_dir_hold_lock(pulse_dir_hold_lock)
	);
	pulsegen pulsegen_3(
		.clk(clk),
		.data_cs(pulsegen_cs == 3),
		.data_addr(pulsegen_addr),
		.data_rw(data_rw_reg),
		.data_ready(pulsegen_data_ready),
		.data_in(data_io[15:0]),
		.data_out(data_out_gen_3),
		.pulse_clk(pulse_clk),
		.pulse(stepper_pulse[2]),
		.pulse_dir(stepper_dir[2]),
		.pulse_buffer_lock(pulse_buffer_lock_reg),		
		.pulse_buffer_empty(step_buffer_empty[2]),
		.pulse_period_high(pulse_period_high),
		.pulse_dir_hold(pulse_dir_hold),
		.pulse_dir_change(dir_change_flag[2]),
		.pulse_dir_hold_lock(pulse_dir_hold_lock)		
	);
	pulsegen pulsegen_4(
		.clk(clk),
		.data_cs(pulsegen_cs == 4),
		.data_addr(pulsegen_addr),
		.data_rw(data_rw_reg),
		.data_ready(pulsegen_data_ready),
		.data_in(data_io[15:0]),
		.data_out(data_out_gen_4),
		.pulse_clk(pulse_clk),
		.pulse(stepper_pulse[3]),
		.pulse_dir(stepper_dir[3]),
		.pulse_buffer_lock(pulse_buffer_lock_reg),		
		.pulse_buffer_empty(step_buffer_empty[3]),
		.pulse_period_high(pulse_period_high),
		.pulse_dir_hold(pulse_dir_hold),
		.pulse_dir_change(dir_change_flag[3]),
		.pulse_dir_hold_lock(pulse_dir_hold_lock)
	);	
endmodule
module pulsegen(
	input  wire       clk,					 
	input  wire       data_rw,				 
	input  wire       data_cs,				 
	input  wire       data_ready,			 
	input  wire       data_addr,			 
	input  wire[15:0] data_in,				 
	output wire[15:0] data_out,
	input  wire       pulse_clk,			 
	output reg        pulse,				 
	output reg        pulse_dir,			 
	input  wire       pulse_buffer_lock,   
	output reg        pulse_buffer_empty,  
	input  wire[4:0]  pulse_period_high,   
	input  wire[4:0]  pulse_dir_hold,      
	input  wire       pulse_dir_hold_lock,
	output reg			pulse_dir_change
);
	reg 			prev_pulse_clk;
	reg[9:0]		pulses_count;				 
	reg[9:0]		pulses_count_buffer;
	reg[15:0]	pulse_period_low;	
	reg[15:0]	pulse_period_low_buffer;
	reg			pulse_dir_buffer;
	reg[4:0] 	pulse_period_high_cnt;	 
	reg[15:0] 	pulse_period_low_cnt;	 
	initial begin
		prev_pulse_clk = 0;
		pulses_count = 0;
		pulses_count_buffer = 0;
		pulse_dir = 0;
		pulse_dir_buffer = 0;
		pulse_period_low_buffer = 0;
		pulse_period_high_cnt = 0;
		pulse_period_low_cnt = 0;
		pulse_dir_change = 0;
		pulse_buffer_empty = 0;
		pulse = 0;
	end
	assign data_out = data_rw ? (data_addr ? {6'h0, pulses_count[9:0]} : pulse_period_low[15:0]) : 16'b0;
	always @(posedge clk) begin
		if (data_ready) begin
			if (data_cs && data_rw) begin
				if (data_addr) begin
					pulse_dir_buffer <= data_in[15];
					pulses_count_buffer <= data_in[9:0];
					pulse_buffer_empty <= 1'b0;
				end else begin
					pulse_period_low_buffer <= data_in[15:0];
				end
			end
		end
		if ((pulses_count == 0) && !pulse_buffer_lock) begin
			pulse_period_high_cnt <= pulse_period_high;
			pulse_period_low <= pulse_period_low_buffer;
			pulses_count <= pulses_count_buffer;
			pulses_count_buffer <= 0;
			pulse_buffer_empty <= 1'b1;
			pulse_dir <= pulse_dir_buffer;
			pulse_dir_change <= (pulse_dir != pulse_dir_buffer);
		end
		if (pulse_dir_change) begin
			pulse_dir_change <= 0;
		end
		if (pulse_clk > prev_pulse_clk) begin
			if ((pulses_count != 0) && !pulse_dir_hold_lock && !pulse_dir_change) begin
				if (pulse_period_high_cnt == 0) begin		 
					if (pulse_period_low_cnt == 0) begin	 
						pulses_count <= pulses_count - 1'b1;
						pulse_period_high_cnt <= pulse_period_high;
						pulse_period_low_cnt <= pulse_period_low;
						pulse <= 1'b0;
					end else begin
						pulse_period_low_cnt <= pulse_period_low_cnt - 1'b1;
						pulse <= 1'b0;
					end
				end else begin
					pulse_period_high_cnt <= pulse_period_high_cnt - 1'b1;
					pulse_period_low_cnt <= pulse_period_low;
					pulse <= 1'b1;
				end
			end else begin
				pulse <= 1'b0;
			end 
		end
		prev_pulse_clk <= pulse_clk;
	end
endmodule

==> load_flow_metrics.sql <==
-- load yosys + openroad results
INSERT INTO impl_metrics (metric_group, metric, value, unit) VALUES
('yosys', 'ys_seq_elements', '365', ''),
('place', 'detailed_place_hpwl', '31150', 'um'),
('cts', 'hold_buffers', '0', ''),
('cts', 'cts.htree.levels', '2', ''),
('yosys', 'synthesis.instances', '1390', ''),
('yosys', 'area_reported_by_yosys_stat', '16010', 'sq um'),
('cts', 'postCtsResizedCells', '0', ''),
('run_status', 'flow.stopped_at', 'clock tree synthesis', ''),
('yosys', 'yosys.stat.seqShare', '60.71', '%'),
('yosys', 'edf_count', '241', ''),
('floorplanning', 'pin_count', '62', ''),
('place', 'placement.io_buffers', '45', ''),
('yosys', 'syn_area_per_cell', '11.52', 'sq um'),
('yosys', 'synthArstFlopShare', '0', '%'),
('cts', 'root_buffer_cell', 'clkbuf_16', ''),
('yosys', 'syn-cell-area', '16010', 'sq um'),
('run_status', 'status', 'did not finish', ''),
('run_status', 'toolErrorMsg', '[error] [KeplerFormal.cpp:679] Workflow failed: Iso has multiple drivers: .data_io2, _1149_.Y0', ''),
('cts', 'cts_buffers', '40', ''),
('floorplanning', 'overall_die_width', '180.9', 'um'),
('place', 'gp_congestion', '0.9725', ''),
('yosys', 'synth_top_flop_cell', 'edfxtp_1', ''),
('floorplanning', 'fp_util', '50.73', '%'),
('yosys', 'post_synth_num_cell_types', '82', ''),
('floorplanning', 'chipHeight', '180.9', 'um'),
('cts', 'cts.path.max_buffers', '3', ''),
('yosys', 'synth-warning-count', '4', ''),
('cts', 'post_cts_buffers', '0', ''),
('floorplanning', 'core.rowCount', '65', ''),
('cts', 'clkSinkCount', '365', ''),
('yosys', 'ys_cells', '1390', '');
logic make-up after synthesis:
family | synth area share [%]
muxes | 4.181
xor gates and xnor gates | 3.556
and+or+nand+nor | 15.00
DFF | 60.71
buffers and inverters | 3.071
AOI/OAI and AO/OA | 12.00
adders and majority gates | 1.485
cell usage after synthesis, types with 12 or more instances:
master	count	area share [%]
nand2_1	137	3.2
inv_1	43	1.0
nand3_1	23	0.72
dfxtp_1	124	16
ha_1	19	1.5
a21oi_1	104	3.3
xor2_1	19	1.0
nor3_1	38	1.2
nor2_1	130	3.0
a22oi_1	22	1.0
clkbuf_1	34	0.80
nor4_1	13	0.51
a222oi_1	12	0.75
xnor2_1	46	2.5
mux2i_1	50	3.1
buf_2	15	0.47
o21ai_0	64	2.0
edfxtp_1	241	45
nand2b_1	24	0.94
mux2_2	15	1.1
through the flow:
| step | instance area, sq um | worst slack [ps] | cells |
|---|---|---|---|
| detailed placement | 16900 | 4360 | 1803 |
| global placement | 16900 | 4372 | 1803 |
| floorplan | 16010 | 5311 | 1390 |
